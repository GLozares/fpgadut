File: flow/design.v
`timescale 1ns / 1ps
module ClkGen(
  input BrdClk, aReset_n,  
  output reg SlowClk
    );
    reg [31:0] bMaxValue, bClkCounter;
    assign bMaxValue = 20000000;
    always @(posedge BrdClk or posedge aReset_n) begin 
      if (aReset_n) begin 
        SlowClk <= 0;
        bClkCounter <= 0;
      end 
      else begin 
        bClkCounter <= bClkCounter + 1;
        if (bClkCounter == bMaxValue) begin
          bClkCounter <= 0;
          SlowClk <= ~SlowClk;
        end
      end
    end
endmodule
File: flow/run.sh
#!/bin/bash
# OpenROAD 26Q1-2900-gdf79404cd8, Yosys 0.63+post, stock flow scripts
make -C /OpenROAD-flow-scripts/flow DESIGN_CONFIG=/design/flow/config.mk WORK_HOME=/design/flow/orfs finish
File: flow/config.mk
export PLATFORM = sky130hd
export DESIGN_NAME = ClkGen
export DESIGN_NICKNAME = ClkGen
export VERILOG_FILES = /design/flow/design.v
export SDC_FILE = /design/flow/constraint.sdc
export NUM_CORES = 4
export LEC_CHECK = 1
export CORE_UTILIZATION = 40
File: flow/constraint.sdc
current_design ClkGen

set clk_period 5.1
set clk_io_pct 0.2

create_clock -name clk0 -period $clk_period [get_ports {BrdClk}]

set non_clock_inputs [all_inputs -no_clocks]
set_input_delay [expr $clk_period * $clk_io_pct] -clock clk0 $non_clock_inputs
set_output_delay [expr $clk_period * $clk_io_pct] -clock clk0 [all_outputs]
==> flow_summary_export.csv <==
group,metric,value,unit
status,outcome,"completed",
worst_setup_path,path_buffers,1,
layout,instances_no_fill,204,
clock_tree,numCtsBuffers,5,
synthesis,yosys-top-cells-count,"33 x dfrtp_1, 18 x xnor2_1, 17 x nand4_1",
synthesis,synth-seq-cells,33,
clock_tree,cts_resized,0,
run,warnings,26,
route,wirelength,2870,um
synthesis,ys_seq_share,51.2,%
route,drt_first_pass_iters,4,
worst_setup_path,crit_family,"buffers and inverters",
floorplanning,die-area,4290,sq um
synthesis,yosys.area.top_type,"dfrtp_1",
final_timing,hold_viol,0,
final_timing,rsz0062_at_grt,"no",
final_timing,setup_violations,0,
final_timing,slew_violations,0,
synthesis,synthCells,151,
route,drt_iter0_drc,60,
clock_tree,cts.sinks,33,
global_route,grt_pass1_vias,1083,
synthesis,synth_cell_types,26,
worst_setup_path,crit_type,"flip-flop to primary output",
synthesis,avgSynthCellArea,10.7,sq um
worst_setup_path,worstPathArrival,1100,ps
clock_tree,cts_tree,"done",
route,wl_per_cell,14.1,um
floorplanning,initCoreUtil,42.7,%
power,p_leak,0.761,nW
global_route,grt_antenna_before_repair,0,
layout,layout-drive-gt1-share,7.69,%
clock_tree,cts_max_path_buffers,2,
synthesis,yosys_area,1610,sq um
worst_setup_path,startpoint_type,"flip-flop",
global_route,grt_overflow,0,
global_route,grt_max_degree,34,
final_timing,setup_ws,2980,ps
worst_setup_path,path_max_fanout,2,
final_timing,fmax,471,MHz
synthesis,top_cell_area_share,51.2,%
worst_setup_path,critical_path.slowest_cell,"clkdlybuf4s50_1",
worst_setup_path,path_cells,"clkdlybuf4s50_1",
final_timing,timing.max_slew.rel_slack,51.0,%
global_route,grt_usage,15.9,%
route,drc,0,
hold_path,holdCritPathClass,"flip-flop to flip-flop",
placed_design,io_buffers,2,
floorplanning,row_count,22,
synthesis,syn_area,1610,sq um
route,ant_nets,0,
worst_setup_path,cp_data_required_time,4080,ps
clock_tree,clk_pin_slew,60,ps
placed_design,place_congestion,0.850,
worst_setup_path,max_stage_delay,460,ps
synthesis,synth_dominant_cell_count,"dfrtp_1",
clock_tree,cts_hold_buf,0,
run,cap_violations,0,
layout,final_core_utilization,46.8,%
power,powerDensity,262,nW/um^2
floorplanning,dieHeight,65.5,um
placed_design,placed_cells,197,
final_timing,period_used_share,41.6,%
global_route,grt_pass1_wl,5040,um
final_timing,finClkSkew,6.25,ps
placed_design,dpl.hpwl,1980,um
synthesis,synthArstFlopShare,100,%
route,viasPerCell,5.38,
floorplanning,die_w,65.5,um
clock_tree,cts-root-buf,"clkbuf_8",
clock_tree,htreeDepth,2,
final_timing,worst_pin_slew,728,ps
layout,syn_to_final_growth,9.47,%
final_timing,holdWs,473,ps
placed_design,pre_cts_ws,3180,ps
synthesis,ys_warn_count,2,
final_timing,fin_crit,2120,ps
route,antenna_cells,0,
floorplanning,core,3770,sq um
worst_setup_path,worst_setup_path_end_kind,"primary output",
final_timing,setup_tns,0,ps
clock_tree,postCtsSetupRepairBufs,0,
route,routed-via-count,1097,
power,max-vdd-ir-drop,166,uV
floorplanning,pin_count,3,
clock_tree,clkLatencyLatePin,280,ps
synthesis,synth-edff-count,0,
synthesis,flop_cell,"dfrtp_1",
synthesis,area_leaders,"dfrtp_1 51%, xnor2_1 9.8%, nand4_1 6.6%",
synthesis,ys_cells,151,
==> placed cells by master, fill, tap and decap left out, drive strengths merged, types with 5 or more instances in the layout <==
cell type and instances:
dfrtp 33, nand4 19, xnor2 18, nor2 13, nand3 10, xor2 10, nand2 8, clkbuf 7
nor4 6, and4 5
==> state kept, by name, indices dropped and copies added (netlist names) <==
name,count
SlowClk,1
bClkCounter,32
==> report_power, final <==
| part | switching, mW | internal (mW) | total (mW) |
|---|---|---|---|
| sequential | 0 | 0.262 | 0.262 |
| clock | 0.0871 | 0.107 | 0.194 |
| combinational | 0.00496 | 0.00123 | 0.00618 |
==> kinds of logic (layout without fill, tap and decap cells) <==
| kind of cell | count (synthesis) | in the layout | share of synthesized area (%) |
|---|---|---|---|
| adders and majority gates | 2 | 2 | 1.55 |
| and+or+nand+nor | 73 | 73 | 27.3 |
| xor gates and xnor gates | 28 | 28 | 15.2 |
| buffers and inverters | 9 | 14 | 2.25 |
| muxes | 2 | 2 | 1.24 |
| DFF | 33 | 33 | 51.2 |
| AOI/OAI and AO/OA | 4 | 4 | 1.24 |
==> metal layers <==
metal	up-vias	GRT usage (%)	wire, um	share of wire, %
met5	-	0	0	0
met4	0	2.17	55	1.9
met3	8	4.23	110	3.8
met2	23	22.6	1230	43
met1	514	26.1	1470	51
li1	552	-	-	-
==> final timing paths <==
| check | depth (start not counted) | end | startpoint | slack (ps) |
|---|---|---|---|---|
| min in group asynchronous | 3 | bClkCounter[28] | aReset_n | 1120 |
| max reg2reg | 5 | bClkCounter[20] | bClkCounter[0] | 3140 |
| min | 1 | SlowClk | SlowClk | 470 |
| min reg2reg | 1 | SlowClk | SlowClk | 470 |
| max in group asynchronous | 3 | bClkCounter[0] | aReset_n | 3670 |
| max | 1 | SlowClk | SlowClk | 2980 |
==> layout make-up <==
cell class                 instances  area (sq um)
inverter                           4          15.0
timing repair buffer               3          27.5
clock buffer                       7          86.3
fill                             344          2010
tap                               48          60.1
multi-input combinational        109           749
sequential                        33           826
==> through the flow <==
stage	total power, mW	area [sq um]
CTS	0.465	1760
finish	0.462	1760
detailed placement	0.273	1680
global placement	0.273	1680
floorplan	0.270	1610
global route	0.477	1760
Power figures rest on the tool's default switching activity, not on a simulated workload.
