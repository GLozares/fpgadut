File: flow/design.v
`timescale 1ns / 1ps
module UpCounterLogic(
  input BrdClk, aReset, aIncrement,
  output reg bCounterOverflow,
  output reg [3:0] bCount
  );
  reg bDigit0, bDigit1, bDigit2, bDigit3;
  wire x1, x2, x3, x4;
  wire y1, y2, y3;
  assign x1 = (bDigit0 ^ aIncrement);
  assign x2 = (y1 ^ bDigit1);
  assign x3 = (y2 ^ bDigit2);
  assign x4 = (y3 ^ bDigit3);
  assign y1 = (aIncrement & bDigit0);
  assign y2 = (y1 & bDigit1);
  assign y3 = (y2 & bDigit2);
  assign bCounterOverflow = (y3 & bDigit3);
  assign bCount = {bDigit3, bDigit2, bDigit1, bDigit0};
  always @(posedge BrdClk) begin
    if(aReset) begin
      bDigit0 <= 0;
      bDigit1 <= 0;
      bDigit2 <= 0;
      bDigit3 <= 0;
    end 
    else begin 
      bDigit0 <= x1;
      bDigit1 <= x2;
      bDigit2 <= x3;
      bDigit3 <= x4;
    end
  end
endmodule
File: flow/run.sh
#!/bin/bash
# OpenROAD 26Q1-2900-gdf79404cd8, Yosys 0.63+post, stock flow scripts
make -C /OpenROAD-flow-scripts/flow DESIGN_CONFIG=/design/flow/config.mk WORK_HOME=/design/flow/orfs finish
File: flow/config.mk
export PLATFORM = sky130hd
export DESIGN_NAME = UpCounterLogic
export DESIGN_NICKNAME = UpCounterLogic
export VERILOG_FILES = /design/flow/design.v
export SDC_FILE = /design/flow/constraint.sdc
export NUM_CORES = 4
export LEC_CHECK = 1
export CORE_AREA = 10 10 70 70
export DIE_AREA = 0 0 80 80
File: flow/constraint.sdc
current_design UpCounterLogic

set clk_period 1.8
set clk_io_pct 0.2

create_clock -name clk0 -period $clk_period [get_ports {BrdClk}]

set non_clock_inputs [all_inputs -no_clocks]
set_input_delay [expr $clk_period * $clk_io_pct] -clock clk0 $non_clock_inputs
set_output_delay [expr $clk_period * $clk_io_pct] -clock clk0 [all_outputs]
==> flow_summary_export.csv <==
group,metric,value,unit
die,die_h,80,µm
clock_network,clock-root-buffer,"clkbuf_4",
sta,slew_headroom,89.8,%
finish,layout-drive-gt1-share,36.4,%
die,die_w,80,µm
drt,initialDrtViolationCount,1,
drt,diodes,0,
synthesis,async_reset_ff_share,0,%
finish,area.combinational,105,µm²
clock_network,worstSkewPairLatency,230,ps
clock_network,htreeDepth,1,
power_and_ir_drop,pwr-share-clk,47.4,%
clock_network,cts_tree,"done",
critical_path,r2r_cells,5,
power_and_ir_drop,p_leak,0.115,nW
critical_path,cp-end-kind,"output pin",
drt,dr.pass1.iters,2,
grt,grt_max_degree,5,
synthesis,post_synth_inst_count,16,
grt,grt_pass1_wl,669,µm
sta,setup_violations,0,
synthesis,top_area_cell,"dfxtp_1",
grt,antenna_found_initial,0,
power_and_ir_drop,switching_share,19.6,%
critical_path,crit_required,1440,ps
sta,hold_violations,0,
clock_network,cts.clk_slew.worst_paths,40,ps
drt,dr_total_vias,124,
synthesis,numSynthFlops,4,
synthesis,ff_type,"dfxtp_1",
run_status,status,"finished, final reports clean",
clock_network,numCtsBuffers,3,
drt,wl_per_cell,6.19,µm
worst_hold_path,min_from,"aIncrement",
sta,tightestPinTransition,152,ps
drt,drc,0,
die,fp.coreArea,3420,µm²
synthesis,ys_seq_share,43.2,%
clock_network,max-clock-path-buffers,2,
finish,final-seq-area,80.1,µm²
drt,final_antenna_net_count,0,
power_and_ir_drop,comb_power_share,10.2,%
sta,finalSetupTns,0,ps
finish,fillers,410,
die,floorplan.core_util,5.42,%
power_and_ir_drop,power.switching,45.3,µW
grt,grt.overflow.total,0,
synthesis,yosysWarnings,3,
synthesis,yosysCellCount,16,
synthesis,yosysTopAreaCellShare,43.2,%
sta,rsz0062_at_grt,"false",
critical_path,critical_path_arrival,1340,ps
synthesis,ys_types,4,
finish,syn_to_final_growth,77.7,%
worst_hold_path,holdPathStages,3,
worst_hold_path,hp-class,"in -> reg",
clock_network,clock-sinks,4,
synthesis,synthTopCellsByArea,"dfxtp_1 (43%), ha_1 (27%), buf_4 (16%), nor2b_1 (14%)",
drt,avgViaCountPerCell,1.82,
grt,grt_usage,1.46,%
run,tool_warnings,25,
synthesis,edf_count,0,
critical_path,r2r-start,"bDigit0",
power_and_ir_drop,power.share.sequential,42.4,%
sta,finalCritPeriodShare,94.2,%
power_and_ir_drop,internal-power,186,µW
sta,clock_skew,0.713,ps
drt,wirelength,421,µm
grt,grt_pass1_vias,148,
die,num_io_pins,8,
power_and_ir_drop,peakVddDrop,0.000151,V
die,num_rows,21,
clock_network,cts_hold_buf,0,
synthesis,synth_area,185,µm²
critical_path,crit_path_start,"aIncrement",
synthesis,ys_area,185,µm²
critical_path,critPathKind,"in -> out",
synthesis,netlist_top_cells_count,"buf_4 (4), dfxtp_1 (4), ha_1 (4), nor2b_1 (4)",
die,dieArea,6400,µm²
sta,slew_viol_final,0,
power_and_ir_drop,power.total,231,µW
synthesis,syn_area_per_cell,11.6,µm²
power_and_ir_drop,powerDensity,701,nW/µm²
critical_path,cp_max_fo,1,
run,cap_violations,0,
placed_design,numPortBuffers,7,
sta,fmax,590,MHz
critical_path,startpoint_type,"input port",
sta,min_period,1700,ps
placed_design,routabilityCongestion,0.661,
==> metrics by stage <==
stage	setup slack, ps	std cells	area, µm²	hold WS, ps	utilization, %
after floorplan	419	16	185	432	-
after global placement	-470	65	283	563	8.28
after detailed placement	-501	65	283	576	8.28
after CTS	12.0	68	334	598	9.78
after global routing	71.2	68	329	624	9.63
final	104	68	329	604	9.63
==> layout by cell type, fill, tap and decap left out <==
cell type,count
ha_4,2
clkdlybuf4s50_1,5
dlygate4sd2_1,1
dfxtp_1,4
clkbuf_2,1
ha_2,2
clkbuf_4,3
nor2b_1,4
==> final cells by class <==
cell class,instances,share of cell area [%]
multi-input combinational,8,31.9
sequential,4,24.3
tap,46,17.5
timing repair buffer,7,19.4
clock buffer,3,6.84
==> routing by layer <==
metal | vias to the layer above | GRT usage [%] | routed length, µm
met5 | - | 0 | 0
met4 | 0 | 0.352 | 0
met1 | 53 | 1.93 | 246
li1 | 60 | - | -
met2 | 11 | 1.04 | 86
met3 | 0 | 2.16 | 87
==> power groups by stage <==
stage | logic, mW | clock network [mW] | registers [mW]
4_1_cts | 0.0245 | 0.115 | 0.0980
5_1_grt | 0.0286 | 0.126 | 0.0985
6_report | 0.0236 | 0.109 | 0.0979
==> cell families (layout without fill, tap and decap cells) <==
family	count (synthesis)	in the layout	share of synthesized area [%]
AND/OR/NAND/NOR	4	4	13.5
buffers and inverters	4	10	16.2
flip-flops	4	4	43.2
adder cells (fa/ha/maj)	4	4	27.0
==> sequential cells by signal (all words and copies together) (netlist names) <==
| register | flops |
|---|---|
| bDigit0 | 1 |
| bDigit1 | 1 |
| bDigit2 | 1 |
| bDigit3 | 1 |
==> worst paths after layout <==
| path | endpoint | slack [ps] |
|---|---|---|
| max | bCounterOverflow | 100 |
| min reg2reg | bDigit0 | 630 |
| max reg2reg | bDigit3 | 520 |
| min | bDigit0 | 600 |
==> critical path, cell delays in order <==
cell and delay, ps:
dlygate4sd2_1 240, ha_2 180, ha_4 160, ha_4 140
ha_2 160, clkbuf_2 100
==> what timing repair did <==
item / in CTS / in global routing
gates resized: 9 / 1
setup endpoints to repair: 1 / 1
buffers inserted: 0 / 0
endpoints found under the hold margin: 0 / 0
pin swaps: 2 / 0
Power figures rest on the tool's default switching activity, not on a simulated workload.
