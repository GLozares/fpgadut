===== design/flow/config.mk =====
export PLATFORM = sky130hd
export DESIGN_NAME = TopLevelDUT
export DESIGN_NICKNAME = TopLevelDUT
export VERILOG_FILES = /design/flow/design.v
export SDC_FILE = /design/flow/constraint.sdc
export NUM_CORES = 4
export LEC_CHECK = 1
export CORE_AREA = 10 10 89 89
export DIE_AREA = 0 0 99 99

===== design/flow/constraint.sdc =====
current_design TopLevelDUT

set clk_period 1.6
set clk_io_pct 0.2

create_clock -name clk0 -period $clk_period [get_ports {BrdClk}]

set non_clock_inputs [all_inputs -no_clocks]
set_input_delay [expr $clk_period * $clk_io_pct] -clock clk0 $non_clock_inputs
set_output_delay [expr $clk_period * $clk_io_pct] -clock clk0 [all_outputs]

===== design/flow/design.v =====
`timescale 1ns / 1ps
module SevSegDisplay(
  input BrdClk, aReset_n,
  input [3:0] bNumber,
  output reg [7:0] bDigitSel,
  output reg [7:0] bSegmentOutput  
    );
    reg aReset;
    assign aReset = ~aReset_n;
    assign bDigitSel = 8'b11111110;
    always @(posedge BrdClk) begin
      if(aReset_n) begin
        bSegmentOutput <= 0;
      end
      else begin
        case(bNumber)
          4'b0000: bSegmentOutput <= 8'b00000011;
          4'b0001: bSegmentOutput <= 8'b10011111;
          4'b0010: bSegmentOutput <= 8'b00100101;
          4'b0011: bSegmentOutput <= 8'b00001101;
          4'b0100: bSegmentOutput <= 8'b10011001;
          4'b0101: bSegmentOutput <= 8'b01001001;
          4'b0110: bSegmentOutput <= 8'b01000001;
          4'b0111: bSegmentOutput <= 8'b00011111;
          4'b1000: bSegmentOutput <= 8'b00000001;
          4'b1001: bSegmentOutput <= 8'b00001001;
          4'b1010: bSegmentOutput <= 8'b00010001;
          4'b1011: bSegmentOutput <= 8'b11000001;
          4'b1100: bSegmentOutput <= 8'b01100011;
          4'b1101: bSegmentOutput <= 8'b10000101;
          4'b1110: bSegmentOutput <= 8'b01100001;
          4'b1111: bSegmentOutput <= 8'b01110001;
          default: bSegmentOutput <= 8'b00000011;
        endcase
      end
    end
endmodule
`timescale 1ns / 1ps
module TopLevelDUT(
  input BrdClk, aReset_n, aScanEn, bScanIn, aIncrement,
  input [3:0] bNumber,
  output reg bScanOut,
  output reg [7:0] bDigitSel,
  output reg [7:0] bSegmentOutput  
);
  wire [3:0] bCounterOutput;
  SevSegDisplay SevSeg(
    .BrdClk (BrdClk),
    .aReset_n (aReset_n),
    .bNumber (bCounterOutput),
    .bDigitSel (bDigitSel), 
    .bSegmentOutput (bSegmentOutput)
  );
  UpCounter DFT_Counter(
    .BrdClk (BrdClk),
    .aReset_n (aReset_n),
    .aScanEn (aScanEn),
    .bScanIn (bScanIn),
    .aIncrement (aIncrement),
    .bScanOut (bScanOut),
    .bCount (bCounterOutput)
  );
endmodule
`timescale 1ns / 1ps
module UpCounter(
  input BrdClk, aReset_n, aScanEn,             
  input bScanIn, aIncrement,                   
  output reg bScanOut,                         
  output reg [3:0] bCount                      
    );
    reg bScan0, bScan1, bScan2, bScan3;
    reg [3:0] bCountInt; 
    assign bCountInt = {bScan3, bScan2, bScan1, bScan0};
    assign bScanOut = bCount[3];
    always @(aScanEn or aIncrement) begin 
      if(aScanEn) begin 
        bCount <= bCountInt;
      end
      else begin 
        bCount <= {bScan3, bScan2, bScan1, bScan0};
      end
    end
    always @(posedge BrdClk) begin 
      if (!aReset_n) begin                     
        bScan3 <= 0;
        bScan2 <= 0;
        bScan1 <= 0;
        bScan0 <= 0;
      end 
      else begin 
        if (aScanEn) begin                     
          bScan0 <= bScanIn;                   
          bScan1 <= bScan0;
          bScan2 <= bScan1;
          bScan3 <= bScan2;
        end
        else                                   
          if (aIncrement) begin                                  
            bCountInt <= bCountInt + 1; 
          end 
          else begin                           
            bCountInt <= bCountInt;
          end
        end
      end
endmodule

===== design/flow/run.sh =====
#!/bin/bash
# OpenROAD 26Q1-2900-gdf79404cd8, Yosys 0.63+post, stock flow scripts
make -C /OpenROAD-flow-scripts/flow DESIGN_CONFIG=/design/flow/config.mk WORK_HOME=/design/flow/orfs finish

==> job_summary.md <==
### Metrics collected by this job

| Metric | Value |
|---|---|
| Chip Area, Yosys | 815.8 um2 |
| Synth Seq Share | 44.17% |
| Tool error | ERROR: Found 4 problems in 'check -assert'. |
| Yosys cell types | 27 |
| Synth top area share | 29.45% |
| Area leader, netlist | dfxtp_1 |
| Synth area leaders | dfxtp_1, edfxtp_1, ha_1 |
| Register bit count reported by yosys | 16 |
| Exit stage | synthesis (1_2_yosys) |
| Synth warnings | 6 |
| Status | did not finish |
| Ys cells | 82 |
-- cells in the mapped netlist (all sizes together) --
master and number:
a2bb2oi 1, buf 11, or4 1, o211a 1, a21boi 1, o32ai 1
inv 4, edfxtp 4, a311oi 1, nand2 5, clkbuf 2, o21ai 3
conb 2, nor2b 1, a211oi 4, mux2i 6, xnor2 1, a21oi 1
nor2 10, nand3 1, xor2 1, dfxtp 12, nand2b 1, ha 7
-- logic make-up after synthesis --
family | after synthesis | synth area share (%)
buffers and inverters | 17 | 13.19
AND/OR/NAND/NOR | 19 | 9.971
XOR/XNOR | 2 | 2.148
flip-flops | 16 | 44.17
AND-OR/OR-AND | 13 | 11.50
multiplexers | 6 | 7.362
adder cells (fa/ha/maj) | 7 | 10.74
other | 2 | 0.9206
